### design/flow/config.mk
export PLATFORM = sky130hd
export DESIGN_NAME = Sprite_FSM
export DESIGN_NICKNAME = Sprite_FSM
export VERILOG_FILES = /design/flow/design.v
export SDC_FILE = /design/flow/constraint.sdc
export NUM_CORES = 4
export LEC_CHECK = 1
export CORE_AREA = 10 10 79 79
export DIE_AREA = 0 0 89 89
### design/flow/constraint.sdc
current_design Sprite_FSM

set clk_period 2.9
set clk_io_pct 0.2

create_clock -name clk0 -period $clk_period [get_ports {clk}]

set non_clock_inputs [all_inputs -no_clocks]
set_input_delay [expr $clk_period * $clk_io_pct] -clock clk0 $non_clock_inputs
set_output_delay [expr $clk_period * $clk_io_pct] -clock clk0 [all_outputs]
### design/flow/design.v
module Sprite_FSM (
    input clk,
    input reset,
    input left,
    input right,
    input attack,
    output reg [2:0] state,
    output reg move_flag,
    output reg directional_attack_flag,
    output reg attack_flag
);
    localparam [3:0] 
        S_IDLE             = 4'd0,
        S_Backward         = 4'd1,
        S_Forward          = 4'd2,
        S_Attack_start     = 4'd3,
        S_Attack_active    = 4'd4,
        S_Attack_recovery  = 4'd5,
        S_DirAtk_start     = 4'd6,
        S_DirAtk_active    = 4'd7,
        S_DirAtk_recovery  = 4'd8;
    localparam ATTACK_START_FRAMES = 5;
    localparam ATTACK_ACTIVE_FRAMES = 2;
    localparam ATTACK_RECOVERY_FRAMES = 16;
    localparam DIRATK_START_FRAMES = 4;
    localparam DIRATK_ACTIVE_FRAMES = 3;
    localparam DIRATK_RECOVERY_FRAMES = 15;
    reg [5:0] frame_counter;
    always @(posedge clk) begin
        if (reset) begin
            state <= S_IDLE;
            frame_counter <= 0;
        end else begin
            case (state)
                S_IDLE: begin
                    frame_counter <= 0;
                    if (left && ~right && attack)
                        state <= S_DirAtk_start;
                    else if (right && ~left && attack)
                        state <= S_DirAtk_start;
                    else if (attack && ~left && ~right)
                        state <= S_Attack_start;
                    else if (left && ~right)
                        state <= S_Backward;
                    else if (right && ~left)
                        state <= S_Forward;
                    else
                        state <= S_IDLE;
                end
                S_Backward: begin
                    frame_counter <= 0;
                    if (left && ~right && attack)
                        state <= S_DirAtk_start;
                    else if (right && ~left && attack)
                        state <= S_DirAtk_start;
                    else if (attack && ~left && ~right)
                        state <= S_Attack_start;
                    else if (left && ~right)
                        state <= S_Backward;
                    else if (right && ~left)
                        state <= S_Forward;
                    else
                        state <= S_IDLE;
                end
                S_Forward: begin
                    frame_counter <= 0;
                    if (left && ~right && attack)
                        state <= S_DirAtk_start;
                    else if (right && ~left && attack)
                        state <= S_DirAtk_start;
                    else if (attack && ~left && ~right)
                        state <= S_Attack_start;
                    else if (left && ~right)
                        state <= S_Backward;
                    else if (right && ~left)
                        state <= S_Forward;
                    else
                        state <= S_IDLE;
                end
                S_Attack_start: begin
                    if (frame_counter >= ATTACK_START_FRAMES - 1) begin
                        state <= S_Attack_active;
                        frame_counter <= 0;
                    end else begin
                        frame_counter <= frame_counter + 1;
                    end
                end
                S_Attack_active: begin
                    if (frame_counter >= ATTACK_ACTIVE_FRAMES - 1) begin
                        state <= S_Attack_recovery;
                        frame_counter <= 0;
                    end else begin
                        frame_counter <= frame_counter + 1;
                    end
                end
                S_Attack_recovery: begin
                    if (frame_counter >= ATTACK_RECOVERY_FRAMES - 1) begin
                        state <= S_IDLE;
                        frame_counter <= 0;
                    end else begin
                        frame_counter <= frame_counter + 1;
                    end
                end
                S_DirAtk_start: begin
                    if (frame_counter >= DIRATK_START_FRAMES - 1) begin
                        state <= S_DirAtk_active;
                        frame_counter <= 0;
                    end else begin
                        frame_counter <= frame_counter + 1;
                    end
                end
                S_DirAtk_active: begin
                    if (frame_counter >= DIRATK_ACTIVE_FRAMES - 1) begin
                        state <= S_DirAtk_recovery;
                        frame_counter <= 0;
                    end else begin
                        frame_counter <= frame_counter + 1;
                    end
                end
                S_DirAtk_recovery: begin
                    if (frame_counter >= DIRATK_RECOVERY_FRAMES - 1) begin
                        state <= S_IDLE;
                        frame_counter <= 0;
                    end else begin
                        frame_counter <= frame_counter + 1;
                    end
                end
                default: begin
                    state <= S_IDLE;
                    frame_counter <= 0;
                end
            endcase
        end
    end
    always @(*) begin
        move_flag = 0;
        directional_attack_flag = 0;
        attack_flag = 0;
        case(state)
            S_Backward, S_Forward: begin
                move_flag = 1;
                directional_attack_flag = attack;            
            end
            S_Attack_start,
            S_Attack_active: begin
                attack_flag = 1;
            end
            S_DirAtk_start,
            S_DirAtk_active: begin
                attack_flag = 1;
                directional_attack_flag = 1;
            end
        endcase
    end
endmodule
### design/flow/run.sh
#!/bin/bash
# OpenROAD 26Q1-2900-gdf79404cd8, Yosys 0.63+post, stock flow scripts
make -C /OpenROAD-flow-scripts/flow DESIGN_CONFIG=/design/flow/config.mk WORK_HOME=/design/flow/orfs finish
==> flow_summary_export.csv <==
group,metric,value,unit
placed_design,gp_congestion,0.8061,
pwr,seqPwrFrac,0.410,
global_routing,grt.overflow.total,0,
pwr,p_sw,0.00009127,W
sta,rsz0062_at_grt,"no",
placed_design,place_inst,129,
routing,drt_iter0_drc,27,
sta,fin_crit,2.525,ns
die,initCoreUtil,0.1254,
setup_path,cp-end-kind,"output port",
routing,wl_per_cell,10.23,um
synth,synth.yosys.seq_area_share,0.3084,
cts,cts_max_level,1,
sta,slew_viol_final,0,
synth,synthesis.area,584.3,um^2
final_layout,stdcell_count,133,
cts,clock-sinks,9,
setup_path,crit_start,"attack",
cts,cts_buffers,3,
final_layout,drive_gt1_frac,0.08861,
setup_path,required,2.32,ns
synth,ys_ff,9,
global_routing,antenna_found_initial,0,
placed_design,hpwlAfterDp,1014,um
hold_path,min_path_cells,1,
die,core_area,4661,um^2
pwr,p_int,0.0002740,W
die,dieWidth,89,um
die,boundaryPins,11,
final_layout,layout_top_cells,"10 x clkdlybuf4s50_1, 9 x dfxtp_1, 7 x o21ai_0",
cts,cts_root_buf,"clkbuf_8",
synth,synth_chip_area,584.3,um^2
synth,ys.warnings.count,1,
sta,fmax,396.1,MHz
global_routing,grt_max_degree,13,
pwr,p_sw_frac,0.2499,
global_routing,grt_pass1_vias,440,
setup_path,reg2regPathDepth,4,
pwr,comb_power_share,0.204,
hold_path,min-delay-start,"frame_counter[0]",
setup_path,r2r_start,"state[2]",
cts,tritoncts,"yes",
synth,avgSynthCellArea,8.721,um^2
sta,hold_violations,0,
cts,clkTransAtPathRegs,0.04,ns
hold_path,hold_path_class,"reg -> reg",
global_routing,grt.total_usage,0.03268,
pwr,pwr-share-clk,0.385,
setup_path,cp.arrival,1.94,ns
pwr,power.leakage,0.2875,nW
routing,remaining_drc_errors,0,
routing,antenna_cells,0,
sta,skew,0.004239,ns
die,chipArea,7921,um^2
outcome,outcome,"completed",
cts,cts_hold_buf,0,
pwr,powerDensity,464.8,nW/um^2
setup_path,start_kind,"input port",
routing,num_vias,519,
final_layout,mostFrequentLayoutCell,"clkdlybuf4s50_1",
routing,viasPerCell,3.902,
cts,clock_latency,0.23,ns
synth,ys_types,27,
sta,setup_tns,0,ns
routing,drtPass1Iterations,4,
hold_path,worstHoldEndpoint,"frame_counter[0]",
setup_path,crit_fanout,5,
setup_path,path_class,"in -> out",
die,rows,25,
run,cap_viol_max_count,0,
synth,ys_cells,67,
setup_path,regToRegSetupSlack,0.95,ns
die,fp.dieH,89,um
cts,post_cts_buffers,0,
sta,setup_viol,0,
routing,routed_wl,1360,um
sta,fin_crit_sh,0.8706,
pwr,max-vdd-ir-drop,0.1347,mV
cts,cts_resized,0,
global_routing,grt_pass1_wl,2070,um
setup_path,r2r_end,"frame_counter[0]",
placed_design,port_buffers,10,
cts,clock_path_buffers,2,
final_layout,syn2layout_area_growth,34.48,%
run,warnings,29,
routing,ant_nets,0,
synth,synthCells,67,
## power by group through the flow
| stage | logic, W | registers, W | clock network, W |
|---|---|---|---|
| global route | 0.0000823 | 0.000153 | 0.000154 |
| CTS | 0.0000758 | 0.000151 | 0.000146 |
| finish | 0.0000747 | 0.000150 | 0.000141 |
## synthesized netlist by cell type
| cell type | number | area share |
|---|---|---|
| or4_4 | 1 | 0.019 |
| a211oi_1 | 2 | 0.026 |
| nand3_1 | 2 | 0.017 |
| o211ai_1 | 1 | 0.013 |
| and3_1 | 1 | 0.011 |
| a21o_2 | 1 | 0.015 |
| nor2_1 | 4 | 0.026 |
| o21a_4 | 1 | 0.026 |
| inv_2 | 1 | 0.0064 |
| xor2_1 | 3 | 0.045 |
| o21ai_0 | 7 | 0.060 |
| nor2b_1 | 1 | 0.011 |
| xnor2_1 | 2 | 0.030 |
| dfxtp_1 | 9 | 0.31 |
| a2111oi_1 | 2 | 0.034 |
| a21oi_1 | 5 | 0.043 |
| a2bb2oi_1 | 1 | 0.015 |
| nor4b_1 | 1 | 0.015 |
| a32o_1 | 2 | 0.034 |
| or4b_1 | 2 | 0.034 |
| nand2_1 | 3 | 0.019 |
| conb_1 | 1 | 0.0064 |
| inv_1 | 4 | 0.026 |
| nand4_1 | 1 | 0.011 |
| a41o_1 | 1 | 0.017 |
| buf_2 | 3 | 0.026 |
| ha_1 | 5 | 0.11 |
## routing by layer
metal  wire (um)  vias up  track usage  share of wire
li1            -      268            -              -
met1         618      238      0.04437           0.45
met2         571       11      0.04322           0.42
met3         144        2      0.01837           0.11
met4          25        0     0.008671          0.018
met5           0        -            0              0
## worst max path at each step
stage | to | slack [ns]
finish | directional_attack_flag | 0.38
global route | directional_attack_flag | 0.32
CTS | directional_attack_flag | 0.37
## flip-flops by register name, indices dropped and copies added, names as in the netlist
register	flops
state	3
frame_counter	6
## stage by stage
stage	hold WS (ns)	setup slack (ns)	utilization	total power [W]	cell area, um^2
floorplan	0.4926	1.242	-	0.0001852	588.1
global placement	0.5598	0.4024	0.1589	0.0002292	740.7
detailed placement	0.5708	0.3779	0.1589	0.0002279	740.7
CTS	0.5739	0.3714	0.1686	0.0003727	785.8
global route	0.6105	0.3175	0.1686	0.0003888	785.8
finish	0.5725	0.3751	0.1686	0.0003652	785.8
## logic make-up after synthesis
group	count (synthesis)	synth area share
simple gates	16	0.1628
xor+xnor	5	0.07496
buf+inv	8	0.05779
compound gates	23	0.2826
fa+ha+maj	5	0.1071
other cells	1	0.006418
flops	9	0.3083
## layout make-up
type / instances / area (um^2)
Timing Repair Buffer: 10 / 100.1
Multi-Input combinational cell: 51 / 374.1
Fill cell: 502 / 3875
Clock buffer: 4 / 45.04
Inverter: 5 / 18.77
Sequential cell: 9 / 180.2
Tap cell: 54 / 67.56
## critical path, stage by stage
cell and delay, ns:
clkdlybuf4s50_1 0.55, inv_1 0.05, o21ai_0 0.14, a32o_1 0.15, clkdlybuf4s50_1 0.46
Power figures rest on the tool's default switching activity, not on a simulated workload.
