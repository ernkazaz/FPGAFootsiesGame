===== design/flow/design.v =====
module Sprite_boxes #(
    parameter IS_MIRRORED = 0
)(
    input      [3:0] state,
    input      [9:0] sprite_x,
    input      [9:0] sprite_y,
    output reg [9:0] hitbox_x1,
    output reg [9:0] hitbox_x2,
    output reg [9:0] hitbox_y1,
    output reg [9:0] hitbox_y2,
    output reg [9:0] hurtbox_x1,
    output reg [9:0] hurtbox_x2,
    output reg [9:0] hurtbox_y1,
    output reg [9:0] hurtbox_y2,
    output reg       hitbox_active,
    output reg       hurtbox_active
);
    localparam [3:0]
        S_Attack_active    = 4'd4,
        S_Attack_recovery  = 4'd5,
        S_DirAtk_active    = 4'd7,
        S_DirAtk_recovery  = 4'd8;
    localparam integer SPRITE_WIDTH        = 64;
    localparam integer SPRITE_HEIGHT       = 128;
    localparam integer HURTBOX_MARGIN      = 10;
    localparam integer RECOVERY_MARGIN     = 5;
    localparam integer HITBOX_WIDTH_BASIC  = 30;
    localparam integer HITBOX_HEIGHT_BASIC = 60;
    localparam integer HITBOX_WIDTH_DIR    = 40;
    localparam integer HITBOX_HEIGHT_DIR   = 48;
    always @(*) begin
        hurtbox_active = 1'b1;
        hitbox_active  = 1'b0;
        case (state)
            S_Attack_recovery,
            S_DirAtk_recovery: begin
                hurtbox_x1 = sprite_x + RECOVERY_MARGIN;
                hurtbox_x2 = sprite_x + SPRITE_WIDTH - RECOVERY_MARGIN;
            end
            default: begin
                hurtbox_x1 = sprite_x + HURTBOX_MARGIN;
                hurtbox_x2 = sprite_x + SPRITE_WIDTH - HURTBOX_MARGIN;
            end
        endcase
        hurtbox_y1 = sprite_y;
        hurtbox_y2 = sprite_y + SPRITE_HEIGHT;
        case (state)
            S_Attack_active: begin
                hitbox_active = 1'b1;
                if (IS_MIRRORED) begin
                    hitbox_x2 = sprite_x;
                    hitbox_x1 = sprite_x - HITBOX_WIDTH_BASIC;
                end else begin
                    hitbox_x1 = sprite_x + SPRITE_WIDTH;
                    hitbox_x2 = hitbox_x1 + HITBOX_WIDTH_BASIC;
                end
                hitbox_y1 = sprite_y + (SPRITE_HEIGHT - HITBOX_HEIGHT_BASIC) / 2;
                hitbox_y2 = hitbox_y1 + HITBOX_HEIGHT_BASIC;
            end
            S_DirAtk_active: begin
                hitbox_active = 1'b1;
                if (IS_MIRRORED) begin
                    hitbox_x2 = sprite_x;
                    hitbox_x1 = sprite_x - HITBOX_WIDTH_DIR;
                end else begin
                    hitbox_x1 = sprite_x + SPRITE_WIDTH;
                    hitbox_x2 = hitbox_x1 + HITBOX_WIDTH_DIR;
                end
                hitbox_y1 = sprite_y + (SPRITE_HEIGHT - HITBOX_HEIGHT_DIR) / 2;
                hitbox_y2 = hitbox_y1 + HITBOX_HEIGHT_DIR;
            end
            default: begin
                hitbox_x1 = 0;
                hitbox_x2 = 0;
                hitbox_y1 = 0;
                hitbox_y2 = 0;
                hitbox_active = 1'b0;
            end
        endcase
    end
endmodule

===== design/flow/run.sh =====
#!/bin/bash
# OpenROAD 26Q1-2900-gdf79404cd8, Yosys 0.63+post, stock flow scripts
make -C /OpenROAD-flow-scripts/flow DESIGN_CONFIG=/design/flow/config.mk WORK_HOME=/design/flow/orfs finish

===== design/flow/config.mk =====
export PLATFORM = sky130hd
export DESIGN_NAME = Sprite_boxes
export DESIGN_NICKNAME = Sprite_boxes
export VERILOG_FILES = /design/flow/design.v
export SDC_FILE = /design/flow/constraint.sdc
export NUM_CORES = 4
export LEC_CHECK = 1
export CORE_AREA = 10 10 96 96
export DIE_AREA = 0 0 106 106

===== design/flow/constraint.sdc =====
current_design Sprite_boxes

set clk_period 4.5
set clk_io_pct 0.2

create_clock -name clk0 -period $clk_period

set non_clock_inputs [all_inputs -no_clocks]
set_input_delay [expr $clk_period * $clk_io_pct] -clock clk0 $non_clock_inputs
set_output_delay [expr $clk_period * $clk_io_pct] -clock clk0 [all_outputs]

==> results.toml <==
# flow metrics
[outcome]
status = "complete, no violations"

[global_routing]
grt_overflow = 0
grt_pass1_wl_um = 10400
grt_pass1_vias = 2052
grt_max_degree = 21
grt_usage_pct = 10.8
antenna_found_initial = 0

[sta]
holdWs_ns = 2.65
setup_tns_ns = 0
finalHoldViolCount = 0
tightest_slew_ns = 0.513
period_needed_ns = 4.28
relSlewSlack_pct = 65.7
slew_viol_final = 0
max_freq_mhz = 234
period_used_pct = 95.2
setup_viol = 0
rsz0062_at_grt = "no"

[drt]
antennaDiodeCount = 0
drt-total-wl_um = 6210
drtIter0Drc = 48
ant_nets = 0
vias_per_cell = 4.49
wire_per_inst_um = 14.2
vias = 1966
dr.pass1.iters = 4
drc_errors = 0

[synthesis]
synth_cell_types = 43
yosys_area_um2 = 1650
syn_area_um2 = 1650
synth_seq_share_pct = 0
synthCells = 254
avgSynthCellArea_um2 = 6.48
top_cells_by_area = "ha_1 13%, xnor2_1 12%, xor2_1 11%, buf_4 9.6%, o22ai_1 6.1%"
yosysWarningCount = 1
ys_cells = 254
largest_area_cell = "ha_1"
top_area_share_pct = 12.9

[floorplanning]
rows = 31
fp.dieW_um = 106
io_pins = 106
design.core.area_um2 = 7210
fp_util_pct = 22.8
dieArea_um2 = 11200
dieHeight_um = 106

[pwr]
power_leakage_uw = 0.00106
irDropWorstVdd_uv = 41.4
comb_power_share_pct = 100.0
power_frac_clock_pct = 0
intPower_uw = 158
switching_share_pct = 40.8
pwr_density_cell_nw_per_um2 = 97.6
p_seq_share_pct = 0
switchingPower_uw = 109
power.total_uw = 267

[worst_setup_path]
crit_slowest_cell = "clkdlybuf4s50_1"
cpMostUsedCell = "clkdlybuf4s50_1"
worstSetupEndpointType = "output pin"
worstPathRequired_ns = 3.60
cp_top_family = "buffers and inverters"
crit_type = "input port to output pin"
startpoint_type = "input port"
critPathBufInv = 2
critPathMaxStageDelay_ns = 0.49
cp_max_fo = 10
cp_cell_sequence = "clkdlybuf4s50_1 -> or3b_1 -> a21o_1 -> mux2i_1 -> nand3b_1 -> or2_1 -> xor2_1 -> clkdlybuf4s50_1"
worstPathArrival_ns = 3.38

[layout]
seqCellArea_um2 = 0
post-route-util_pct = 37.9
n_clock_buffer = 0
seq_cells = 0
area_growth_pct = 66.2
drive_gt1_share_pct = 6.19

[placement]
io_buffers = 105
gp_congestion = 0.856
dp_hpwl_um = 5320

[worst_hold_path]
hold_class = "input port to output pin"

[run]
warning_count = 40
maxCapViolations = 0

[cts]
cts_setup_buffers = 0
-- power by group through the flow --
stage,clock network [uW],logic [uW],registers (uW)
after CTS,0,272,0
after global routing,0,301,0
final,0,267,0
-- worst paths after layout --
| kind | endpoint | startpoint | depth (start not counted) | slack, ns |
|---|---|---|---|---|
| setup / recovery | hurtbox_x2[9] | state[0] | 8 | 0.22 |
| hold / removal | hurtbox_y2[0] | sprite_y[0] | 2 | 2.65 |
-- final cells by class --
class / instances / area, um2
Fill cell: 760 / 4480
Inverter: 11 / 41.3
Multi-Input combinational cell: 204 / 1380
Tap cell: 99 / 124
Timing Repair Buffer: 124 / 1190
-- stage by stage --
step | setup WS, ns | instance area [um2] | cells
floorplan | 1.32 | 1650 | 254
global route | 0.0530 | 2730 | 438
detailed placement | 0.197 | 2730 | 438
global placement | 0.229 | 2730 | 438
finish | 0.218 | 2730 | 438
CTS | 0.194 | 2730 | 438
-- layer usage --
layer  vias to the layer above  global-route usage, %  part of all wire [%]
li1                       1033                      -                     -
met1                       860                   12.8                    43
met2                        71                   19.4                    48
met3                         2                   3.30                   8.5
met4                         0                  0.677                  0.60
met5                         -                      0                     0
-- cells in the final DEF, fill, tap and decap left out, types with 8 or more instances in the layout --
master           count
clkdlybuf4s50_1    105
nor2_1              26
xnor2_1             23
xor2_1              20
buf_4               19
ha_1                17
o22ai_1             16
o21ai_0             16
nand2_1             15
a21oi_1             15
inv_1               11
nor3_1              10
nand3_1              8
-- cells in the mapped netlist, types with 2 or more instances --
cell and instances:
o211ai_1 2, nand2_1 15, buf_4 21, nor2_1 26
inv_1 11, a21oi_1 15, o21a_1 3, nand2b_1 2
nor3_1 10, nand3_1 8, o21ai_0 16, o22ai_1 16
xor2_1 20, nand3b_1 3, and3_1 2, and2_1 2
a211oi_1 2, ha_1 17, clkbuf_1 15, a21o_1 2
a41oi_1 2, xnor2_1 23
-- logic make-up after synthesis --
kind of cell / after synthesis / synth area share [%]
other: 1 / 0.228
xor gates and xnor gates: 43 / 22.9
buffers and inverters: 50 / 16.7
AOI/OAI and AO/OA: 67 / 25.2
adders and majority gates: 17 / 12.9
and+or+nand+nor: 75 / 21.4
muxes: 1 / 0.608
-- what timing repair did --
item / in CTS / in global routing
resized: 0 / 1
endpoints found under the setup margin: 0 / 1
hold buffers: 0 / 0
Power is estimated from default activity; no workload was simulated.
