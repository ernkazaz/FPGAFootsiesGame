<file path="design/flow/run.sh">
#!/bin/bash
# OpenROAD 26Q1-2900-gdf79404cd8, Yosys 0.63+post, stock flow scripts
make -C /OpenROAD-flow-scripts/flow DESIGN_CONFIG=/design/flow/config.mk WORK_HOME=/design/flow/orfs finish
</file>
<file path="design/flow/config.mk">
export PLATFORM = sky130hd
export DESIGN_NAME = Sprite_renderer
export DESIGN_NICKNAME = Sprite_renderer
export VERILOG_FILES = /design/flow/design.v
export SDC_FILE = /design/flow/constraint.sdc
export NUM_CORES = 4
export LEC_CHECK = 1
export CORE_AREA = 10 10 94 94
export DIE_AREA = 0 0 104 104
</file>
<file path="design/flow/constraint.sdc">
current_design Sprite_renderer

set clk_period 3.3
set clk_io_pct 0.2

create_clock -name clk0 -period $clk_period [get_ports {clk}]

set non_clock_inputs [all_inputs -no_clocks]
set_input_delay [expr $clk_period * $clk_io_pct] -clock clk0 $non_clock_inputs
set_output_delay [expr $clk_period * $clk_io_pct] -clock clk0 [all_outputs]
</file>
<file path="design/flow/design.v">
module Sprite_renderer(
    input clk,
    input [2:0] state,
    output reg [9:0] sprite_x,
    output reg [9:0] sprite_y,
    output reg [7:0] sprite_color
);
    localparam [2:0] 
        S_IDLE = 3'd0,
        S_Backward = 3'd1,
        S_Forward = 3'd2,
        S_Attack_start = 3'd3,
        S_Attack_active = 3'd4,
        S_Attack_recovery = 3'd5;
    initial begin
        sprite_x = 100;
        sprite_y = 100;
        sprite_color = 8'hFF;
    end
   always @(posedge clk) begin
    case(state)
        S_IDLE: begin
            sprite_x <= sprite_x;  
        end 
			S_Forward: begin
				 if (sprite_x < (640 - 66))
					  sprite_x <= sprite_x + 3;
			end
        S_Backward: begin
            if (sprite_x > 3)
                sprite_x <= sprite_x - 2;
        end
        default: begin
            sprite_x <= sprite_x;
        end
    endcase
    sprite_y <= 100;
    case (state)
        S_IDLE,
        S_Forward,
        S_Backward: sprite_color <= 8'h03;   
        S_Attack_start: sprite_color <= 8'hE0;  
        S_Attack_active: sprite_color <= 8'hFC;  
        S_Attack_recovery: sprite_color <= 8'h1F;  
        default: sprite_color <= 8'hFF;  
    endcase
end
endmodule 
</file>
==> results.sh <==
# source this file to load flow results
export IMPL_synth_cell_types=31
export IMPL_vias_per_cell=3.25
export IMPL_cts_hold_buffers=0
export IMPL_synthCells=90
export IMPL_critPathKind="in2reg"
export IMPL_ys_top_cells_by_area="edfxtp_1 34%, buf_4 13%, xnor2_1 7.0%"
export IMPL_syn_avg_cell_area_um2=9.76
export IMPL_grt_setup_unrepaired="false"
export IMPL_chip_area_um2=10800
export IMPL_first_pass_iters=4
export IMPL_hpwl_mm=1.65
export IMPL_cp_slowest_cell="or3b_2"
export IMPL_cp_depth=5
export IMPL_grt_ovfl_total=0
export IMPL_arrival_ns=2.34
export IMPL_vias=663
export IMPL_clk_path_buf_depth=2
export IMPL_yosys_warnings=1
export IMPL_ioPinCount=32
export IMPL_edf_count=10
export IMPL_port_buffers=21
export IMPL_ys_ff=13
export IMPL_core_um2=6830
export IMPL_drt_wl_total_mm=2.02
export IMPL_critPathRequiredTime_ns=3.29
export IMPL_antenna_found_initial=0
export IMPL_synth_top_cell_by_area="edfxtp_1"
export IMPL_path_delay_family="simple AND/OR/NAND/NOR gates"
export IMPL_clkTransAtPathRegs_ns=0.06
export IMPL_gp_congestion=0.827
export IMPL_hold_class="reg2reg"
export IMPL_finalMaxSlewViolations=0
export IMPL_placed_area_um2=1130
export IMPL_peakVddDrop_uv=86.1
export IMPL_outcome="finished clean"
export IMPL_grt_max_degree=10
export IMPL_worstSetupStartpointType="input pin"
export IMPL_final_cell_area_um2=1180
export IMPL_logic_area_um2=417
export IMPL_synth_stat_cells=90
export IMPL_fp_utilization=0.129
export IMPL_fmax_mhz=425
export IMPL_asyncSetResetFlopFracSynth=0
export IMPL_syn_to_final_growth_pct=33.9
export IMPL_drtAntennaViolNets=0
export IMPL_first_global_vias=649
export IMPL_insertion_delay_ns=0.24
export IMPL_cts_tree="yes"
export IMPL_wire_per_inst_um=9.90
export IMPL_warning_count=27
export IMPL_top_area_frac=0.342
export IMPL_finalSetupViolCount=0
export IMPL_die_x_um=104
export IMPL_leakage_nw=0.410
export IMPL_slowest_delay_ns=0.58
export IMPL_cts_made_buffers=3
export IMPL_power_density_nw_per_um2=338
export IMPL_regArea_um2=360
export IMPL_finalCritPeriodShare=0.712
export IMPL_p_total_w=0.000397
export IMPL_antennaDiodeCount=0
export IMPL_postCtsSetupRepairBufs=0
export IMPL_final_cell_mix="21 x clkdlybuf4s50_1, 10 x nor2_1, 10 x conb_1, 10 x edfxtp_1, 7 x xnor2_1"
export IMPL_cp_cell_sequence="clkdlybuf4s50_1 -> or3b_2 -> nor4b_4 -> o22ai_1 -> xnor2_1"
export IMPL_hold_violations=0
export IMPL_ys_seq_frac=0.410
export IMPL_ys_flop_type="edfxtp_1"
export IMPL_nFillCells=773
export IMPL_fp_dieH_um=104
export IMPL_drt_iter0_drc=30
export IMPL_syn_area_um2=878
export IMPL_cts_resized=0
export IMPL_worstPathMaxFanout=7
export IMPL_tns_ns=0
export IMPL_whs_path_depth=1
export IMPL_synth_chip_area_um2=878
export IMPL_drc=0
export IMPL_clock_skew_ns=0.00543
export IMPL_grt_usage=0.0350
export IMPL_cts_max_level=1
export IMPL_end_kind="flop"
export IMPL_critPathBufInv=1
export IMPL_cts_root_buf="clkbuf_8"
export IMPL_drive_gt1_frac=0.0833
export IMPL_finalCriticalPeriod_ns=2.35
export IMPL_final_common_cell="clkdlybuf4s50_1"
export IMPL_cap_violations=0
export IMPL_r2r_cells=4
export IMPL_cts_sinks=13
export IMPL_grt_pass1_wl_mm=3.17
export IMPL_rows=30
cell type report:
| class | instances | area share |
|---|---|---|
| Multi-Input combinational cell | 65 | 0.354 |
| Inverter | 4 | 0.0128 |
| Timing Repair Buffer | 22 | 0.185 |
| Tap cell | 96 | 0.102 |
| Clock inverter | 1 | 0.00426 |
| Sequential cell | 13 | 0.306 |
| Clock buffer | 3 | 0.0351 |
power by group:
part           leakage (nW)  switching (W)  internal (W)
Combinational         0.267      0.0000210     0.0000346
Sequential            0.118      0.0000114      0.000187
Clock                0.0255      0.0000603     0.0000833
Total                 0.410      0.0000928      0.000305
synthesized netlist by cell type, types with 2 or more instances:
| master | count |
|---|---|
| buf_4 | 15 |
| nor3_1 | 4 |
| xnor2_1 | 7 |
| inv_1 | 4 |
| nand2_1 | 5 |
| a21oi_1 | 6 |
| dfxtp_1 | 3 |
| conb_1 | 2 |
| ha_1 | 4 |
| edfxtp_1 | 10 |
| nor2_1 | 10 |
sequential cells by signal, indices dropped and copies added (netlist names):
name,cells
sprite_color,3
sprite_x,10
worst reg2reg max path, cell delays in order, from the launching register on:
cell	delay [ns]
edfxtp_1	0.50
or3_1	0.45
o21bai_1	0.18
a21boi_0	0.28
o21a_1	0.43
path summary, 6_finish.rpt:
path,slack (ns),endpoint,startpoint
max,0.95,sprite_x[7],state[2]
min,0.62,sprite_x[0],sprite_x[0]
max reg2reg,1.12,sprite_x[9],sprite_x[6]
min reg2reg,0.62,sprite_x[0],sprite_x[0]
layer usage:
layer  up-vias  track usage  part of all wire
li1        328            -                 -
met1       311       0.0476              0.48
met2        24       0.0482              0.41
met3         0       0.0207              0.11
met4         0      0.00298                 0
met5         -            0                 0
metrics by stage:
stage,hold WS (ns),util,std cells,setup slack (ns)
after floorplan,0.555,-,98,1.31
after CTS,0.639,0.172,204,0.935
after detailed placement,0.624,0.165,200,0.697
after global placement,0.612,0.165,200,0.717
after global routing,0.652,0.172,204,0.793
final,0.625,0.172,204,0.950
kinds of logic (layout without fill, tap and decap cells):
kind of cell,count (synthesis),in the layout,synth area share
muxes,1,1,0.0114
and+or+nand+nor,30,30,0.202
adders and majority gates,4,4,0.0570
buffers and inverters,20,30,0.150
AOI/OAI and AO/OA,13,13,0.0912
other,2,10,0.00855
xor gates and xnor gates,7,7,0.0698
DFF,13,13,0.410
Power figures rest on the tool's default switching activity, not on a simulated workload.
